## flow/config.mk

```make
export PLATFORM = sky130hd
export DESIGN_NAME = VGA
export DESIGN_NICKNAME = VGA
export VERILOG_FILES = /design/flow/design.v
export SDC_FILE = /design/flow/constraint.sdc
export NUM_CORES = 4
export LEC_CHECK = 1
export CORE_AREA = 10 10 96 96
export DIE_AREA = 0 0 106 106
```

## flow/constraint.sdc

```tcl
current_design VGA

set clk_period 1.1
set clk_io_pct 0.2

create_clock -name clk0 -period $clk_period [get_ports {clk_50MHz}]

set non_clock_inputs [all_inputs -no_clocks]
set_input_delay [expr $clk_period * $clk_io_pct] -clock clk0 $non_clock_inputs
set_output_delay [expr $clk_period * $clk_io_pct] -clock clk0 [all_outputs]
```

## flow/design.v

```verilog
module H_Count #(parameter COUNT = 799)
(
    input logic clk, arst_n, en,
    output logic v_en, 
    output logic[9:0] h_count = 10'd0
);
always_ff @(posedge clk or negedge arst_n) begin
    if (!arst_n) begin
        h_count <= 0;
    end
    else if (en) begin
        if(h_count < COUNT) begin
            h_count <= h_count + 1;
            v_en <= 0;
        end
        else begin
            h_count <= 0;
            v_en <= 1;
        end
    end
end
endmodule
module VGA(
    input logic clk_50MHz, arst_n, en,
    output logic hsync, vsync, clk_25MHz,
    output logic[9:0] v_count, h_count
);
parameter V_LENGTH     = 525;
parameter H_LENGTH     = 800;
parameter V_SYNC_START = 489;  
parameter V_SYNC_STOP  = 491;  
parameter H_SYNC_START = 655;  
parameter H_SYNC_STOP  = 751;  
logic clk_count;
always_ff @ (posedge clk_50MHz or negedge arst_n) begin
    if (!arst_n) begin
        clk_count <= 0;
    end
    else if(en) begin
        clk_count <= clk_count + 1;
    end
end
assign clk_25MHz = (clk_count == 0) ? 1'b1 : 1'b0;
logic v_en;  
H_Count #(.COUNT(H_LENGTH -1)) Horz_counter(
    .clk(clk_25MHz), 
    .arst_n(arst_n),
    .en(en),
    .v_en(v_en), 
    .h_count(h_count)
);
V_Count #(.COUNT(V_LENGTH -1)) Vert_counter(
    .clk(clk_25MHz), 
    .v_en(v_en), 
    .arst_n(arst_n),
    .en(en),
    .v_count(v_count)
);
assign vsync = (v_count > V_SYNC_START && v_count <= V_SYNC_STOP) ? 1'b1 : 1'b0;
assign hsync = (h_count > H_SYNC_START && h_count <= H_SYNC_STOP) ? 1'b1 : 1'b0;
endmodule
module V_Count #(parameter COUNT = 524)
(
    input logic clk, v_en, arst_n, en,
    output logic[9:0] v_count = 10'd0
);
always_ff @(posedge clk or negedge arst_n) begin
    if (!arst_n) begin
        v_count <= 0;
    end
    else if(v_en && en) begin
        if(v_count < COUNT) begin
            v_count <= v_count + 1;
        end
        else begin
            v_count <= 0;
        end
    end
end
endmodule
```

## flow/run.sh

```bash
#!/bin/bash
# OpenROAD 26Q1-2900-gdf79404cd8, Yosys 0.63+post, stock flow scripts
make -C /OpenROAD-flow-scripts/flow DESIGN_CONFIG=/design/flow/config.mk WORK_HOME=/design/flow/orfs finish
```

==> impl_metrics.prom <==
# HELP chip_impl_metric Implementation results
# TYPE chip_impl_metric gauge
chip_impl_metric{name="slew_headroom",unit="%"} 68.7
chip_impl_metric{name="ys_seq_share",unit="%"} 46.2
chip_impl_metric{name="detailedPlace.worstSlack",unit="ns"} -0.0819
chip_impl_metric{name="hold_violations",unit=""} 0
chip_impl_metric{name="number_of_global_route_vias_before_repair",unit=""} 981
chip_impl_info{name="run_status",value="complete, no violations"} 1
chip_impl_metric{name="warning_count",unit=""} 30
chip_impl_metric{name="routed_via_density",unit=""} 3.91
chip_impl_metric{name="maxClockFrequency",unit="MHz"} 1070
chip_impl_metric{name="die_height",unit="um"} 106
chip_impl_info{name="critical_path.cell_chain",value="clkdlybuf4s50_1 -> xor2_1"} 1
chip_impl_metric{name="io_pins",unit=""} 26
chip_impl_metric{name="hpwlAfterDp",unit="um"} 2310
chip_impl_metric{name="final-setup-viol-count",unit=""} 0
chip_impl_metric{name="ys.warnings.count",unit=""} 3
chip_impl_metric{name="grt_util_all_layers",unit="%"} 5.25
chip_impl_metric{name="power_density_cells",unit="mW/mm^2"} 905
chip_impl_metric{name="worst_skew_pair.late_latency",unit="ns"} 0
chip_impl_metric{name="synth_top_area_share",unit="%"} 41.6
chip_impl_metric{name="clock_skew",unit="ns"} 0
chip_impl_metric{name="regArea",unit="sq um"} 556
chip_impl_metric{name="design.core.area",unit="sq mm"} 0.00721
chip_impl_metric{name="postSynthRegisterBits",unit=""} 22
chip_impl_metric{name="drt-initial-drc-count",unit=""} 110
chip_impl_metric{name="floorplan.initialDensity",unit="%"} 16.7
chip_impl_info{name="ys_top_cells_by_area",value="dfrtn_1 (42%), nand2_1 (5.3%), ha_1 (4.2%)"} 1
chip_impl_metric{name="global_route_wire_length_before_repair",unit="um"} 5150
chip_impl_metric{name="place_congestion",unit=""} 0.812
chip_impl_info{name="synth.top_cells.by_count",value="dfrtn_1 (20), nand2_1 (17), nor2_1 (11)"} 1
chip_impl_info{name="critPathKind",value="input port to register"} 1
chip_impl_metric{name="total_leakage_power",unit="nW"} 0.645
chip_impl_metric{name="critical_path.max_fanout",unit=""} 2
chip_impl_metric{name="final-instance-count-excl-fill",unit=""} 253
chip_impl_metric{name="holdWs",unit="ns"} 0.391
chip_impl_metric{name="ir_drop",unit="uV"} 239
chip_impl_metric{name="worstMarginPinSlew",unit="ns"} 0.469
chip_impl_info{name="worst_setup_path_end_kind",value="register"} 1
chip_impl_info{name="startpoint_type",value="input port"} 1
chip_impl_metric{name="detailedRoute.firstPassIterationCount",unit=""} 4
chip_impl_info{name="synth_top_cell_by_area",value="dfrtn_1"} 1
chip_impl_metric{name="grt.overflow.total",unit=""} 0
chip_impl_metric{name="synth_cells",unit=""} 129
chip_impl_metric{name="totalPowerFinal",unit="W"} 0.00144
chip_impl_metric{name="yosys_cells",unit=""} 129
chip_impl_metric{name="worstPathArrival",unit="ns"} 0.85
chip_impl_metric{name="fin_crit_sh",unit="%"} 84.6
chip_impl_metric{name="grt_max_degree",unit=""} 22
chip_impl_info{name="r2r-start",value="clk_count"} 1
chip_impl_metric{name="placementRows",unit=""} 31
chip_impl_metric{name="syn2layout_area_growth",unit="%"} 31.9
chip_impl_info{name="slowest_stage",value="clkdlybuf4s50_1"} 1
chip_impl_metric{name="worst_setup_hold_path_clk_slew",unit="ns"} 0
chip_impl_metric{name="timing.final.ws_setup",unit="ns"} 0.169
chip_impl_info{name="synthMostInstantiatedCell",value="dfrtn_1"} 1
chip_impl_metric{name="wl_per_cell",unit="um"} 11.7
chip_impl_metric{name="async_flop_share",unit="%"} 95.5
chip_impl_metric{name="mi_logic_area",unit="sq um"} 609
chip_impl_metric{name="detail-route-antenna-nets",unit=""} 0
chip_impl_metric{name="max_cap_check_violation_count",unit=""} 0
chip_impl_metric{name="share_of_layout_cells_above_drive_strength_1",unit="%"} 5.19
chip_impl_metric{name="syn-cell-area",unit="sq mm"} 0.00120
chip_impl_metric{name="routed-via-count",unit=""} 988
chip_impl_metric{name="yosys.cell_types.count",unit=""} 31
chip_impl_metric{name="fp.dieArea",unit="sq mm"} 0.0112
chip_impl_metric{name="count_of_antenna_diodes_in_the_layout",unit=""} 0
chip_impl_metric{name="num-fill-cells",unit=""} 800
chip_impl_metric{name="place.detailed.instances",unit=""} 253
chip_impl_metric{name="die_width",unit="um"} 106
chip_impl_metric{name="count_of_final_max_slew_check_failures",unit=""} 0
chip_impl_metric{name="critPathBufInv",unit=""} 1
chip_impl_metric{name="drc",unit=""} 0
chip_impl_info{name="critPathTopFamily",value="buffers and inverters"} 1
chip_impl_metric{name="final_critical_path_time_including_i_o_delays_and_setup",unit="ns"} 0.931
chip_impl_metric{name="setup.reg_to_reg.worst_slack",unit="ns"} 0.19
chip_impl_metric{name="post_synthesis_area_per_instance",unit="sq um"} 9.32
chip_impl_info{name="r2r-end",value="clk_count"} 1
chip_impl_metric{name="ys_area",unit="sq mm"} 0.00120
chip_impl_info{name="setup_repair_after_global_routing_missed_its_margin",value="false"} 1
chip_impl_info{name="ys_dominant_reg_cell",value="dfrtn_1"} 1
chip_impl_metric{name="data_required_critical_path",unit="ns"} 1.02
chip_impl_metric{name="flip_flops_with_a_built_in_enable",unit=""} 1
chip_impl_metric{name="timing.reg2reg.worst_path_depth",unit=""} 2
chip_impl_metric{name="count_of_endpoints_without_a_timing_constraint",unit=""} 44
chip_impl_metric{name="critical-path-max-stage-delay",unit="ns"} 0.49
chip_impl_metric{name="detail_route.wirelength",unit="um"} 2970
chip_impl_metric{name="unclocked_pins",unit=""} 21
chip_impl_info{name="worst_hold_path_type",value="input port to asynchronous set/reset pin"} 1
chip_impl_metric{name="antenna_found_initial",unit=""} 0
chip_impl_metric{name="place.port_buffers",unit=""} 25
layout make-up:
cell class              count  share of cell area (%)
multi-input cells          97                    38.4
well taps                  99                    7.81
inverters                   7                    1.66
flip-flops and latches     22                    35.0
repair buffers             28                    17.1
stage by stage:
stage                     instance area (sq um)  utilization (%)  setup TNS [ns]
final                                      1590             22.0               0
after global routing                       1590             22.0               0
after CTS                                  1590             22.0               0
after detailed placement                   1590             22.0         -0.0819
after global placement                     1590             22.0         -0.0921
after floorplan                            1200                -               0
registers in the layout (all words and copies together), names as in the netlist:
register and cells:
Horz_counter.h_count 10, Vert_counter.v_count 10, clk_count 1, Horz_counter.v_en 1
cells by family after synthesis:
logic type | after synthesis | synth area share (%)
buffers and inverters | 10 | 3.12
flip-flops | 22 | 46.2
AND/OR/NAND/NOR | 66 | 29.0
adder cells (fa/ha/maj) | 4 | 4.16
multiplexers | 1 | 0.832
AND-OR/OR-AND | 18 | 10.8
XOR/XNOR | 8 | 5.83
power breakdown:
group	internal, W	switching [W]
clock network	0	0
logic	0.000353	0.000320
registers	0.000551	0.000211
routing by layer:
metal / wire [um] / up-vias / global-route usage, %
met4: 0 / 0 / 0.193
met1: 1310 / 465 / 6.87
met5: 0 / - / 0
li1: - / 514 / -
met3: 52 / 0 / 0.306
met2: 1600 / 9 / 9.76
worst max-delay path by stage:
stage	to	slack (ns)	cells after the start	startpoint
6_report	clk_count	0.17	2	en
5_1_grt	clk_count	0.13	2	en
4_1_cts	clk_count	0.16	2	en
cell usage in the layout (no fill, tap or decap), types with 3 or more instances in the layout:
cell / netlist / final
a21oi_1: 3 / 3
and2_1: 3 / 3
and3_1: 4 / 4
buf_4: 0 / 3
clkdlybuf4s50_1: 0 / 24
dfrtn_1: 20 / 20
ha_1: 4 / 4
inv_1: 7 / 6
nand2_1: 17 / 17
nand2b_1: 3 / 3
nand3_1: 8 / 8
nand4_1: 6 / 6
nor2_1: 11 / 11
nor3_1: 4 / 4
nor4_1: 4 / 4
o21ai_0: 6 / 6
o22ai_1: 3 / 3
o311ai_1: 3 / 3
xnor2_1: 4 / 4
xor2_1: 4 / 4
timing repair:
item	CTS	global route
buffers inserted	0	0
setup endpoints to repair	1	0
resized	2	0
hold buffers	0	0
Power figures rest on the tool's default switching activity, not on a simulated workload.
